<file path="design/flow/run.sh">
#!/bin/bash
# OpenROAD 26Q1-2900-gdf79404cd8, Yosys 0.63+post, stock flow scripts
make -C /OpenROAD-flow-scripts/flow DESIGN_CONFIG=/design/flow/config.mk WORK_HOME=/design/flow/orfs finish
</file>
<file path="design/flow/config.mk">
export PLATFORM = sky130hd
export DESIGN_NAME = time_adder
export DESIGN_NICKNAME = time_adder
export VERILOG_FILES = /design/flow/design.v
export SDC_FILE = /design/flow/constraint.sdc
export NUM_CORES = 4
export LEC_CHECK = 1
export CORE_UTILIZATION = 30
</file>
<file path="design/flow/constraint.sdc">
current_design time_adder

set clk_period 2.1
set clk_io_pct 0.2

create_clock -name clk0 -period $clk_period [get_ports {clock}]

set non_clock_inputs [all_inputs -no_clocks]
set_input_delay [expr $clk_period * $clk_io_pct] -clock clk0 $non_clock_inputs
set_output_delay [expr $clk_period * $clk_io_pct] -clock clk0 [all_outputs]
</file>
<file path="design/flow/design.v">
module time_adder(reset, clock, oHour10, pHour10, oHour1, pHour1, oMinute10, pMinute10, oMinute1, pMinute1, oSecond10, pSecond10, oSecond1, pSecond1, en, Hour10, Hour1, Minute10, Minute1, Second10, Second1, complete, recursive);
  input reset;
  input clock;
  input [3:0] oHour10;
  input [3:0] pHour10;
  input [3:0] oHour1;
  input [3:0] pHour1;
  input [3:0] oMinute10;
  input [3:0] pMinute10;
  input [3:0] oMinute1;
  input [3:0] pMinute1;
  input [3:0] oSecond10;
  input [3:0] pSecond10;
  input [3:0] oSecond1;
  input [3:0] pSecond1;
  input en;
  output [3:0] Hour10;
  output [3:0] Hour1;
  output [3:0] Minute10;
  output [3:0] Minute1;
  output [3:0] Second10;
  output [3:0] Second1;
  output complete;
  output recursive;
  reg [3:0] Hour10;
  reg [3:0] Hour1;
  reg [3:0] Minute10;
  reg [3:0] Minute1;
  reg [3:0] Second10;
  reg [3:0] Second1;
  reg complete;
  reg recursive;
  parameter [3:0] S0 = 0, S1 = 1, S2 = 2, S6 = 3, S3 = 4, S4 = 5, S9 = 6, S10 = 7, S11 = 8, S12 = 9, S13 = 10, S14 = 11, S15 = 12, S5 = 13;
  reg [3:0] current_state, next_state;
  always @(posedge clock or posedge reset)
  begin: SYNCH
    if (reset == 1'b1)
       current_state <= S5;
    else
       current_state <= next_state;
  end
  always @(current_state or oHour10 or pHour10 or oHour1 or pHour1 or oMinute10 or pMinute10 or oMinute1 or pMinute1 or oSecond10 or pSecond10 or oSecond1 or pSecond1 or en)
  begin: COMBIN
     case (current_state)
        S0:
        begin
          if (oHour10 + pHour10 < 4'b1010)
             begin
             next_state <= S1;
             end
          else if (oHour10 + pHour10 > 4'b1001)
             begin
             next_state <= S6;
             end
          Hour10 <= 4'b0000;
          Hour1 <= 4'b0000;
          Minute10 <= 4'b0000;
          Minute1 <= 4'b0000;
          Second10 <= 4'b0000;
          Second1 <= 4'b0000;
          complete <= 1'b0;
          recursive <= 1'b0;
        end
        S1:
        begin
          if (oHour1 + pHour1 < 4'b1010)
             begin
             next_state <= S2;
             end
          else if (oHour1 + pHour1 > 4'b1001)
             begin
             next_state <= S3;
             end
          Hour10 <= 4'b0000;
          Hour1 <= 4'b0000;
          Minute10 <= 4'b0000;
          Minute1 <= 4'b0000;
          Second10 <= 4'b0000;
          Second1 <= 4'b0000;
          complete <= 1'b0;
          recursive <= 1'b0;
        end
        S2:
        begin
          if (oMinute10 + pMinute10 > 4'b0101)
             begin
             next_state <= S4;
             end
          else if (oMinute10 + pMinute10 < 4'b0110)
             begin
             next_state <= S9;
             end
          Hour10 <= 4'b0000;
          Hour1 <= 4'b0000;
          Minute10 <= 4'b0000;
          Minute1 <= 4'b0000;
          Second10 <= 4'b0000;
          Second1 <= 4'b0000;
          complete <= 1'b0;
        end
        S6:
        begin
             next_state <= S5;
          Hour10 <= 4'b1001;
          Hour1 <= 4'b1001;
          Minute10 <= 4'b0101;
          Minute1 <= 4'b1001;
          Second10 <= 4'b0101;
          Second1 <= 4'b1001;
          complete <= 1'b1;
          recursive <= 1'b0;
        end
        S3:
        begin
             next_state <= S5;
          Hour10 <= oHour10 + pHour10 + 4'b0001;
          Hour1 <= oHour1 + pHour1 - 4'b1010;
          Minute10 <= oMinute10 + pMinute10;
          Minute1 <= oMinute1 + pMinute1;
          Second10 <= oSecond10 + pSecond10;
          Second1 <= oSecond1 + pSecond1;
          complete <= 1'b1;
          recursive <= 1'b1;
        end
        S4:
        begin
             next_state <= S5;
          Hour10 <= oHour10 + pHour10;
          Hour1 <= oHour1 + pHour1 + 4'b0001;
          Minute10 <= oMinute10 + pMinute10 - 4'b0110;
          Minute1 <= oMinute1 + pMinute1;
          Second10 <= oSecond10 + pSecond10;
          Second1 <= oSecond1 + pSecond1;
          complete <= 1'b1;
          recursive <= 1'b1;
        end
        S9:
        begin
          if (oMinute1 + pMinute1 > 4'b1001)
             begin
             next_state <= S10;
             end
          else if (oMinute1 + pMinute1 < 4'b1010)
             begin
             next_state <= S11;
             end
          Hour10 <= 4'b0000;
          Hour1 <= 4'b0000;
          Minute10 <= 4'b0000;
          Minute1 <= 4'b0000;
          Second10 <= 4'b0000;
          Second1 <= 4'b0000;
          complete <= 1'b0;
        end
        S10:
        begin
             next_state <= S5;
          Hour10 <= oHour10 + pHour10;
          Hour1 <= oHour1 + pHour1;
          Minute10 <= oMinute10 + pMinute10 + 4'b0001;
          Minute1 <= oMinute1 + pMinute1 - 4'b1010;
          Second10 <= oSecond10 + pSecond10;
          Second1 <= oSecond1 + pSecond1;
          complete <= 1'b1;
          recursive <= 1'b1;
        end
        S11:
        begin
          if (oSecond10 + pSecond10 > 4'b0101)
             begin
             next_state <= S12;
             end
          else if (oSecond10 + pSecond10 < 4'b0110)
             begin
             next_state <= S13;
             end
          Hour10 <= 4'b0000;
          Hour1 <= 4'b0000;
          Minute10 <= 4'b0000;
          Minute1 <= 4'b0000;
          Second10 <= 4'b0000;
          Second1 <= 4'b0000;
          complete <= 1'b0;
        end
        S12:
        begin
             next_state <= S5;
          Hour10 <= oHour10 + pHour10;
          Hour1 <= oHour1 + pHour1;
          Minute10 <= oMinute10 + pMinute10;
          Minute1 <= oMinute1 + pMinute1 + 4'b0001;
          Second10 <= oSecond10 + pSecond10 - 4'b0110;
          Second1 <= oSecond1 + pSecond1;
          complete <= 1'b1;
          recursive <= 1'b1;
        end
        S13:
        begin
          if (oSecond1 + pSecond1 > 4'b1001)
             begin
             next_state <= S14;
             end
          else if (oSecond1 + pSecond1 < 4'b1010)
             begin
             next_state <= S15;
             end
          Hour10 <= 4'b0000;
          Hour1 <= 4'b0000;
          Minute10 <= 4'b0000;
          Minute1 <= 4'b0000;
          Second10 <= 4'b0000;
          Second1 <= 4'b0000;
          complete <= 1'b0;
        end
        S14:
        begin
             next_state <= S5;
          Hour10 <= oHour10 + pHour10;
          Hour1 <= oHour1 + pHour1;
          Minute10 <= oMinute10 + pMinute10;
          Minute1 <= oMinute1 + pMinute1;
          Second10 <= oSecond10 + pSecond10 + 4'b0001;
          Second1 <= oSecond1 + pSecond1 - 4'b1010;
          complete <= 1'b1;
          recursive <= 1'b1;
        end
        S15:
        begin
             next_state <= S5;
          Hour10 <= oHour10 + pHour10;
          Hour1 <= oHour1 + pHour1;
          Minute10 <= oMinute10 + pMinute10;
          Minute1 <= oMinute1 + pMinute1;
          Second10 <= oSecond10 + pSecond10;
          Second1 <= oSecond1 + pSecond1;
          complete <= 1'b1;
          recursive <= 1'b0;
        end
        S5:
        begin
          if (en == 1'b1)
             begin
             next_state <= S0;
             end
          else if (en == 1'b0)
             begin
             next_state <= S5;
             end
        end
        default:
          next_state <= S5;
     endcase
  end
endmodule
</file>
==> impl_metrics.yaml <==
# implementation run metrics
sta:
  finalMaxSlewViolations: 0
  holdWs_ns: 0.384
  setup_viol: 0
  untimed_endpoints: 60
  setup_total_negative_slack_ns: 0
  hold_violations: 0
  finalWorstSetupSlack_ns: 1.49
  maxClockFrequency_ghz: 1.65
  finalCriticalPeriod_ns: 0.606
  timing_worst_slew_pin_value_ns: 0.816
  timing.slew.headroom_pct: 45.5
  post-route-period-util_pct: 28.9
  grt_setup_unrepaired: "no"
  unclocked_pins: 30
logic_synthesis:
  ys_cells: 362
  yosys_warnings: 1
  avgSynthCellArea_um2: 7.62
  ys_area_um2: 2760
  synth-main-ff-cell: "sky130_fd_sc_hd__dlxtn_1"
  async_flop_share_pct: 11.8
  post_synth_num_cell_types: 59
  edf_count: 0
  synth.cell_area_um2: 2760
  postSynthCellCount: 362
  synth-seq-cells: 34
flow_run:
  drv_cap: 0
  log.warning_count: 37
critical_path:
  crit_end: "current_state[2]"
  critical_path.endpoint_type: "async pin"
  crit_path_max_fanout: 4
  worst_ep_required_time_ns: 2.44
  timing.critical_path.from_type: "input pin"
  critical_path.top_delay_family: "buffers and inverters"
  worstSetupStartpoint: "reset"
  data_arrival_time_of_the_worst_path_ns: 0.94
  slowest_delay_ns: 0.40
  critical_path_cell_count: 2
  critical-path-slowest-cell: "sky130_fd_sc_hd__clkdlybuf4s50_1"
  timing.critical_path.cells: "clkdlybuf4s50_1 -> inv_1"
  criticalPathCategory: "in -> async"
  critical_path.n_buffers_inverters: 2
finish:
  drive_above_1_share_pct: 4.23
  layout_top_cell_excl_fill_tap: "sky130_fd_sc_hd__clkdlybuf4s50_1"
  final_cell_count_no_fill: 534
  fillerInstances: 893
  area_growth_syn_to_layout_pct: 32.0
  final_layout_top_logic_cells: "76 x sky130_fd_sc_hd__clkdlybuf4s50_1, 40 x sky130_fd_sc_hd__ha_1, 33 x sky130_fd_sc_hd__a21oi_1, 33 x sky130_fd_sc_hd__o21ai_0, 31 x sky130_fd_sc_hd__nor2_1"
routing:
  route.detailed.wl_per_inst_um: 14.2
  number_of_inserted_diodes: 0
  drtPass1Iterations: 15
  drt-total-wl_um: 7570
  met2WireLength_um: 3400
  drtIter0Drc: 177
  met1Wirelength_um: 3720
  detailroute.via_count: 2802
  met3_wirelength_um: 393
  detail-route-antenna-nets: 0
  highest-signal-layer: "met4"
  drc: 0
  vias_per_cell: 5.25
cts:
  clock_tree.htree_level_count: 1
  tritoncts.num_buffers: 3
  cts_hold_buffers_added: 0
  post_cts_resize_count: 0
  cts_tree: "built"
  buffer_levels_on_the_longest_clock_path: 2
  clock_pin_slew_on_the_worst_setup_and_hold_paths_ns: 0.03
  cts.repair_timing.setup_buffer_count: 0
  cts_root_buf: "sky130_fd_sc_hd__clkbuf_8"
die:
  io-pin-count: 77
  chipWidth_um: 97.9
  placementRows: 34
  vert_die_dim_um: 97.9
  core_footprint_um2: 8810
  fp_util_pct: 31.3
  fp.dieArea_um2: 9590
pwr:
  power_switching_share_pct: 39.2
  combinationalPowerShare_pct: 68.6
  fin_total_pwr_uw: 882
  seq_power_share_pct: 12.0
  power.net_switching_uw: 345
  vdd_drop_max_uv: 171
  power.share.clock_pct: 19.5
  leakage_uw: 0.00159
  power_per_cell_area_nw_per_um2: 242
  internal-power_uw: 536
placement:
  pre_cts_slack_ns: 1.27
  finalWeightedCongestion: 0.884
  numPortBuffers: 76
  placedCellCount: 530
  dpl.hpwl_um: 5820
global_route:
  number_of_antenna_violations_at_the_first_check_in_global_routing: 0
  first_global_vias: 2609
  globalRouteOverflowTotal: 0
  grt_pass1_wl_um: 12700
  grt_start_max_net_pins: 35
  globalRouteTotalUtil_pct: 16.1
run_status:
  outcome: "finished clean"
min_path:
  hold_class: "in -> async"
==> flip-flops by register name, indices dropped and copies added (netlist names) <==
signal         flops
Hour10             4
Hour1              4
Minute10           4
Minute1            4
Second10           4
Second1            4
current_state      4
next_state         4
complete           1
recursive          1
==> logic make-up (layout without fill, tap and decap cells) <==
family	count (synthesis)	in the layout	synth area share (%)
AOI/OAI and AO/OA	115	115	25.8
xor gates and xnor gates	18	18	5.98
adders and majority gates	46	46	22.5
buffers and inverters	45	109	6.53
DFF	4	4	3.76
latches	30	30	16.3
muxes	3	3	1.09
and+or+nand+nor	101	101	18.0
==> metal layers <==
| metal | vias to the layer above | GRT usage (%) |
|---|---|---|
| met5 | - | 0 |
| met2 | 99 | 25.7 |
| met4 | 0 | 1.28 |
| met3 | 6 | 1.31 |
| li1 | 1416 | - |
| met1 | 1281 | 25.1 |
==> how the worst min path moves through the flow <==
| stage | startpoint | to | slack (ns) | depth (start not counted) |
|---|---|---|---|---|
| after CTS | reset | current_state[1] | 0.38 | 2 |
| after global routing | reset | current_state[1] | 0.40 | 2 |
| final | reset | current_state[1] | 0.38 | 2 |
==> layout make-up <==
class	instances	area [um^2]	area share [%]
clock buffer	4	45.0	1.24
tap	108	135	3.71
timing repair buffer	78	776	21.3
sequential	34	554	15.2
multi-input combinational	283	2030	55.8
inverter	27	101	2.78
==> metrics by stage <==
stage                     cell area, um^2  util (%)
final                                3640      41.4
after detailed placement             3600      40.8
after floorplan                      2760         -
after global placement               3600      40.8
after global routing                 3640      41.4
after CTS                            3640      41.4
==> power groups by stage <==
stage                 registers, uW  logic, uW  clock network (uW)
after CTS                       106        608                 177
after global routing            107        680                 189
final                           105        605                 171
==> synthesized netlist by cell type, types with 2 or more instances <==
master	instances	share of area, %
sky130_fd_sc_hd__nor2_1	31	4.2
sky130_fd_sc_hd__o31ai_1	2	0.54
sky130_fd_sc_hd__buf_1	3	0.41
sky130_fd_sc_hd__xnor2_1	9	2.9
sky130_fd_sc_hd__ha_1	40	18
sky130_fd_sc_hd__o21ai_0	33	6.0
sky130_fd_sc_hd__or2_2	3	0.68
sky130_fd_sc_hd__inv_1	26	3.5
sky130_fd_sc_hd__a21o_1	2	0.54
sky130_fd_sc_hd__o32ai_1	3	0.95
sky130_fd_sc_hd__a22o_1	3	0.95
sky130_fd_sc_hd__nand2b_1	4	0.91
sky130_fd_sc_hd__o21bai_1	3	0.82
sky130_fd_sc_hd__and3_1	5	1.1
sky130_fd_sc_hd__buf_2	8	1.5
sky130_fd_sc_hd__dfstp_2	3	2.9
sky130_fd_sc_hd__fa_1	6	4.4
sky130_fd_sc_hd__xor2_1	8	2.5
sky130_fd_sc_hd__a22oi_1	7	1.9
sky130_fd_sc_hd__o21a_1	3	0.82
sky130_fd_sc_hd__clkbuf_1	6	0.82
sky130_fd_sc_hd__mux2i_1	3	1.1
sky130_fd_sc_hd__nor3_1	7	1.3
sky130_fd_sc_hd__o211ai_1	4	1.1
sky130_fd_sc_hd__nor4_1	4	0.91
sky130_fd_sc_hd__nor2b_1	4	0.91
sky130_fd_sc_hd__dlxtn_1	30	16
sky130_fd_sc_hd__nand3_1	8	1.5
sky130_fd_sc_hd__nand2_1	22	3.0
sky130_fd_sc_hd__a21oi_1	33	6.0
sky130_fd_sc_hd__a31oi_1	4	0.91
sky130_fd_sc_hd__nand4_1	4	0.91
sky130_fd_sc_hd__o22ai_1	5	1.1
Power and IR drop assume default switching activity.
