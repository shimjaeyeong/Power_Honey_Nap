==> flow/design.v <==
module timer(reset, clock, start, setHour10, setHour1, setMinute10, setMinute1, setSecond10, setSecond1, getHour10, getHour1, getMinute10, getMinute1, getSecond10, getSecond1, isZero, complete);
  input reset;
  input clock;
  input start;
  input [3:0] setHour10;
  input [3:0] setHour1;
  input [3:0] setMinute10;
  input [3:0] setMinute1;
  input [3:0] setSecond10;
  input [3:0] setSecond1;
  output [3:0] getHour10;
  output [3:0] getHour1;
  output [3:0] getMinute10;
  output [3:0] getMinute1;
  output [3:0] getSecond10;
  output [3:0] getSecond1;
  output isZero;
  output complete;
  reg [3:0] getHour10;
  reg [3:0] getHour1;
  reg [3:0] getMinute10;
  reg [3:0] getMinute1;
  reg [3:0] getSecond10;
  reg [3:0] getSecond1;
  reg isZero;
  reg complete;
  parameter [3:0] check = 0, second = 1, cpl1 = 2, minute1 = 3, cpl2 = 4, cpl3 = 5, minute2 = 6, cpl4 = 7, cpl5 = 8, hour1 = 9, hour2 = 10, cpl6 = 11, S3 = 12;
  reg [3:0] current_state, next_state;
  always @(posedge clock or posedge reset)
  begin: SYNCH
    if (reset == 1'b1)
       current_state <= check;
    else
       current_state <= next_state;
  end
  always @(current_state or start or setHour10 or setHour1 or setMinute10 or setMinute1 or setSecond10 or setSecond1)
  begin: COMBIN
     case (current_state)
        check:
        begin
          if (start == 1'b1 && setSecond1 == 4'b0000)
             begin
             next_state <= second;
             end
          else if (start == 1'b1 && setSecond1 != 4'b0000)
             begin
             next_state <= cpl1;
             end
          else if (start == 1'b0)
             begin
             next_state <= check;
             end
          getSecond1 <= 4'b0000;
          getSecond10 <= 4'b0000;
          getMinute1 <= 4'b0000;
          getMinute10 <= 4'b0000;
          getHour1 <= 4'b0000;
          getHour10 <= 4'b0000;
          complete <= 1'b0;
          isZero <= 1'b0;
        end
        second:
        begin
          if (setSecond10 != 4'b0000)
             begin
             next_state <= cpl2;
             end
          else if (setSecond10 == 4'b0000)
             begin
             next_state <= minute1;
             end
        end
        cpl1:
        begin
             next_state <= check;
          getSecond1 <= setSecond1 - 4'b0001;
          getSecond10 <= setSecond10;
          getMinute1 <= setMinute1;
          getMinute10 <= setMinute10;
          getHour1 <= setHour1;
          getHour10 <= setHour10;
          complete <= 1'b1;
          isZero <= 1'b0;
        end
        minute1:
        begin
          if (setMinute1 != 4'b0000)
             begin
             next_state <= cpl3;
             end
          else if (setMinute1 == 4'b0000)
             begin
             next_state <= minute2;
             end
        end
        cpl2:
        begin
             next_state <= check;
          getSecond1 <= 4'b1001;
          getSecond10 <= setSecond10 - 4'b0001;
          getMinute1 <= setMinute1;
          getMinute10 <= setMinute10;
          getHour1 <= setHour1;
          getHour10 <= setHour10;
          complete <= 1'b1;
          isZero <= 1'b0;
        end
        cpl3:
        begin
             next_state <= check;
          getSecond1 <= 4'b1001;
          getSecond10 <= 4'b0101;
          getMinute1 <= setMinute1 - 4'b0001;
          getMinute10 <= setMinute10;
          getHour1 <= setHour1;
          getHour10 <= setHour10;
          complete <= 1'b1;
          isZero <= 1'b0;
        end
        minute2:
        begin
          if (setMinute10 != 4'b0000)
             begin
             next_state <= cpl4;
             end
          else if (setMinute10 == 4'b0000)
             begin
             next_state <= hour1;
             end
        end
        cpl4:
        begin
             next_state <= check;
          getSecond1 <= 4'b1001;
          getSecond10 <= 4'b0101;
          getMinute1 <= 4'b1001;
          getMinute10 <= setMinute10 - 4'b0001;
          getHour1 <= setHour1;
          getHour10 <= setHour10;
          complete <= 1'b1;
          isZero <= 1'b0;
        end
        cpl5:
        begin
             next_state <= check;
          getSecond1 <= 4'b1001;
          getSecond10 <= 4'b0101;
          getMinute1 <= 4'b1001;
          getMinute10 <= 4'b0101;
          getHour1 <= setHour1 - 4'b0001;
          getHour10 <= setHour10;
          complete <= 1'b1;
          isZero <= 1'b0;
        end
        hour1:
        begin
          if (setHour1 != 4'b0000)
             begin
             next_state <= cpl5;
             end
          else if (setHour1 == 4'b0000)
             begin
             next_state <= hour2;
             end
        end
        hour2:
        begin
          if (setHour10 != 4'b0000)
             begin
             next_state <= cpl6;
             end
          else if (setHour10 == 4'b0000)
             begin
             next_state <= S3;
             end
        end
        cpl6:
        begin
             next_state <= check;
          getSecond1 <= 4'b1001;
          getSecond10 <= 4'b0101;
          getMinute1 <= 4'b1001;
          getMinute10 <= 4'b0101;
          getHour1 <= 4'b1001;
          getHour10 <= setHour10 - 4'b0001;
          complete <= 1'b1;
          isZero <= 1'b0;
        end
        S3:
        begin
             next_state <= check;
          getSecond1 <= 4'b0000;
          getSecond10 <= 4'b0000;
          getMinute1 <= 4'b0000;
          getMinute10 <= 4'b0000;
          getHour1 <= 4'b0000;
          getHour10 <= 4'b0000;
          complete <= 1'b1;
          isZero <= 1'b1;
        end
        default:
          next_state <= check;
     endcase
  end
endmodule
==> flow/run.sh <==
#!/bin/bash
# OpenROAD 26Q1-2900-gdf79404cd8, Yosys 0.63+post, stock flow scripts
make -C /OpenROAD-flow-scripts/flow DESIGN_CONFIG=/design/flow/config.mk WORK_HOME=/design/flow/orfs finish
==> flow/config.mk <==
export PLATFORM = sky130hd
export DESIGN_NAME = timer
export DESIGN_NICKNAME = timer
export VERILOG_FILES = /design/flow/design.v
export SDC_FILE = /design/flow/constraint.sdc
export NUM_CORES = 4
export LEC_CHECK = 1
export CORE_AREA = 10 10 100 100
export DIE_AREA = 0 0 110 110
==> flow/constraint.sdc <==
current_design timer

set clk_period 2.0
set clk_io_pct 0.2

create_clock -name clk0 -period $clk_period [get_ports {clock}]

set non_clock_inputs [all_inputs -no_clocks]
set_input_delay [expr $clk_period * $clk_io_pct] -clock clk0 $non_clock_inputs
set_output_delay [expr $clk_period * $clk_io_pct] -clock clk0 [all_outputs]
==> impl_metrics.xml <==
<?xml version="1.0" encoding="UTF-8"?>
<metrics>
  <group name="route">
    <metric name="antenna_left" unit="">0</metric>
    <metric name="drc_errors" unit="">0</metric>
    <metric name="totalWireLength" unit="mm">5.75</metric>
    <metric name="n_antenna_cell" unit="">0</metric>
    <metric name="pre_repair_dr_iteration_count" unit="">4</metric>
    <metric name="detail_route.iter0.violations" unit="">163</metric>
    <metric name="route.detailed.wl_per_inst" unit="um">14.4</metric>
    <metric name="route.detailed.vias_per_inst" unit="">4.76</metric>
    <metric name="route.vias.total" unit="">1904</metric>
  </group>
  <group name="logic_synthesis">
    <metric name="synth_flops" unit="">34</metric>
    <metric name="post_synth_instance_area" unit="sq um">1920</metric>
    <metric name="ys_top_cells_by_count" unit="">sky130_fd_sc_hd__dlxtn_1, sky130_fd_sc_hd__nor2_1, sky130_fd_sc_hd__a21oi_1</metric>
    <metric name="yosys.cell_types.count" unit="">54</metric>
    <metric name="synthCells" unit="">253</metric>
    <metric name="synth.area.top_cells" unit="">sky130_fd_sc_hd__dlxtn_1, sky130_fd_sc_hd__ha_1, sky130_fd_sc_hd__a21oi_1, sky130_fd_sc_hd__dfrtp_1, sky130_fd_sc_hd__o21ai_0</metric>
    <metric name="yosys.area.top_type" unit="">sky130_fd_sc_hd__dlxtn_1</metric>
    <metric name="ys.warnings.count" unit="">1</metric>
    <metric name="ys_area" unit="sq um">1920</metric>
    <metric name="most_common_reg_cell" unit="">sky130_fd_sc_hd__dlxtn_1</metric>
    <metric name="synth_stat.cells" unit="">253</metric>
    <metric name="synthDominantCellAreaShare" unit="">0.235</metric>
    <metric name="synth_area_per_cell" unit="sq um">7.59</metric>
    <metric name="async_reset_ff_frac" unit="">0.118</metric>
    <metric name="yosys.cell_count.top_type" unit="">sky130_fd_sc_hd__dlxtn_1</metric>
    <metric name="enable_flop_cells" unit="">0</metric>
  </group>
  <group name="final_timing">
    <metric name="setup_violations" unit="">0</metric>
    <metric name="worst-slew-pin-transition" unit="ns">0.758</metric>
    <metric name="report.final.slew_viol_count" unit="">0</metric>
    <metric name="post_route_minimum_period" unit="ns">1.89</metric>
    <metric name="slew_headroom" unit="">0.493</metric>
    <metric name="fmax" unit="MHz">530</metric>
    <metric name="register_pins_left_without_a_clock" unit="">30</metric>
    <metric name="final_hold_viol_count" unit="">0</metric>
    <metric name="rsz0062_at_grt" unit="">no</metric>
    <metric name="min_period_over_period" unit="">0.944</metric>
    <metric name="setup_slack" unit="ns">0.112</metric>
    <metric name="number_of_unconstrained_endpoints" unit="">56</metric>
  </group>
  <group name="global_routing">
    <metric name="wire_length_of_the_first_global_routing_pass" unit="mm">9.13</metric>
    <metric name="grt_pass1_vias" unit="">1784</metric>
    <metric name="grt.overflow.total" unit="">0</metric>
    <metric name="grt_use_total" unit="">0.0918</metric>
    <metric name="maximum_number_of_pins_on_one_net_before_global_route_repair" unit="">36</metric>
    <metric name="antenna_violations_before_repair" unit="">0</metric>
  </group>
  <group name="place">
    <metric name="hpwlAfterDp" unit="mm">4.40</metric>
    <metric name="io_buffers" unit="">52</metric>
    <metric name="place_area" unit="sq um">2470</metric>
    <metric name="dp_worst_setup_slack" unit="ns">-0.483</metric>
    <metric name="gp_congestion" unit="">0.907</metric>
  </group>
  <group name="clocking">
    <metric name="clock-root-buffer" unit="">sky130_fd_sc_hd__clkbuf_8</metric>
    <metric name="post_cts.repair.setup_buffers" unit="">0</metric>
    <metric name="cts_made_buffers" unit="">3</metric>
    <metric name="clock_tree.htree_level_count" unit="">1</metric>
    <metric name="cts-root-to-sink-buffers" unit="">2</metric>
    <metric name="cts.hold.buffers_added" unit="">0</metric>
    <metric name="tritoncts" unit="">built</metric>
    <metric name="cts.clk_slew.worst_paths" unit="ns">0.03</metric>
  </group>
  <group name="critical_path">
    <metric name="crit_arrival" unit="ns">2.00</metric>
    <metric name="crit_slowest_cell" unit="">sky130_fd_sc_hd__clkdlybuf4s50_1</metric>
    <metric name="cp_data_required_time" unit="ns">2.11</metric>
    <metric name="start_kind" unit="">primary input</metric>
    <metric name="max_stage_delay" unit="ns">0.54</metric>
    <metric name="path_class" unit="">in2reg</metric>
    <metric name="cp.depth" unit="">8</metric>
    <metric name="rr_worst_depth" unit="">5</metric>
    <metric name="worst_path_dominant_cell_family" unit="">buffers and inverters</metric>
    <metric name="regToRegSetupSlack" unit="ns">0.18</metric>
    <metric name="critPathCaptureType" unit="">flop</metric>
    <metric name="path_cells" unit="">clkdlybuf4s50_1, inv_1, ha_1, nor3b_1, and2_1, o21ai_1, nand4_1, dlxtn_1</metric>
    <metric name="path_max_fanout" unit="">5</metric>
    <metric name="crit_buf_inv" unit="">2</metric>
  </group>
  <group name="hold_path">
    <metric name="hold_class" unit="">in2async</metric>
  </group>
  <group name="cells_and_area">
    <metric name="number_of_filler_cells_placed_in_the_layout" unit="">844</metric>
    <metric name="post_route_cells_drive_above_1_share" unit="">0.0705</metric>
    <metric name="post-route-cell-area" unit="sq um">2540</metric>
    <metric name="syn2layout_area_growth" unit="%">32.4</metric>
  </group>
  <group name="floorplanning">
    <metric name="floorplan.initialDensity" unit="">0.246</metric>
    <metric name="num_io_pins" unit="">53</metric>
    <metric name="floorplan.die_area" unit="sq um">12100</metric>
    <metric name="floorplan.die.height" unit="um">110</metric>
    <metric name="core.rowCount" unit="">32</metric>
    <metric name="horizontal_die_dimension" unit="um">110</metric>
    <metric name="core_region_area" unit="sq um">7810</metric>
  </group>
  <group name="power_and_ir_drop">
    <metric name="power_per_cell_area" unit="nW/um^2">195</metric>
    <metric name="power.ir.vdd_worst" unit="uV">114</metric>
    <metric name="power.static_leakage" unit="nW">1.06</metric>
  </group>
  <group name="job">
    <metric name="stage_log_warnings" unit="">29</metric>
    <metric name="cap_viol_max_count" unit="">0</metric>
  </group>
  <group name="status">
    <metric name="status" unit="">finished, final reports clean</metric>
  </group>
</metrics>
-- registers in the layout, summed over array words and instances (netlist names) --
signal and flops:
current_state 4, getHour10 4, getHour1 4, getMinute10 4
getMinute1 4, getSecond10 4, getSecond1 4, next_state 4
complete 1, isZero 1
-- placed cells by master, fill, tap and decap left out, types with 2 or more instances in the layout --
cell / netlist / routed
sky130_fd_sc_hd__nand3_1: 8 / 8
sky130_fd_sc_hd__dlygate4sd2_1: 0 / 2
sky130_fd_sc_hd__a211oi_1: 3 / 3
sky130_fd_sc_hd__nor3_1: 13 / 13
sky130_fd_sc_hd__conb_1: 1 / 4
sky130_fd_sc_hd__o31ai_1: 3 / 3
sky130_fd_sc_hd__dlymetal6s2s_1: 0 / 3
sky130_fd_sc_hd__nand4_1: 2 / 2
sky130_fd_sc_hd__ha_1: 10 / 9
sky130_fd_sc_hd__o22ai_1: 4 / 4
sky130_fd_sc_hd__dlxtn_1: 30 / 30
sky130_fd_sc_hd__a32oi_1: 3 / 2
sky130_fd_sc_hd__xnor2_1: 3 / 3
sky130_fd_sc_hd__dfrtp_1: 4 / 4
sky130_fd_sc_hd__nand2_1: 14 / 14
sky130_fd_sc_hd__or3_1: 3 / 3
sky130_fd_sc_hd__clkbuf_8: 1 / 3
sky130_fd_sc_hd__mux2i_1: 2 / 2
sky130_fd_sc_hd__buf_4: 5 / 4
sky130_fd_sc_hd__nor2b_1: 7 / 6
sky130_fd_sc_hd__o21ai_0: 19 / 18
sky130_fd_sc_hd__nor3b_1: 4 / 3
sky130_fd_sc_hd__o21ai_1: 5 / 6
sky130_fd_sc_hd__clkdlybuf4s50_1: 0 / 47
sky130_fd_sc_hd__nor2_1: 23 / 23
sky130_fd_sc_hd__or3b_4: 1 / 2
sky130_fd_sc_hd__a221oi_1: 2 / 2
sky130_fd_sc_hd__a21oi_1: 22 / 22
sky130_fd_sc_hd__xor2_1: 2 / 2
sky130_fd_sc_hd__nor4_1: 2 / 2
sky130_fd_sc_hd__nand2b_1: 9 / 9
sky130_fd_sc_hd__inv_1: 16 / 15
-- metal layers --
layer | GRT usage | share of wire | wire length, um | vias up
met5 | 0 | 0 | 0 | -
met4 | 0.0121 | 0.0087 | 50 | 0
met3 | 0.0229 | 0.080 | 458 | 4
met2 | 0.141 | 0.44 | 2540 | 49
met1 | 0.131 | 0.47 | 2700 | 871
li1 | - | - | - | 980
-- worst register-to-register path: stages, from the launching register on --
cell and delay [ns]:
sky130_fd_sc_hd__dfrtp_1 0.31, sky130_fd_sc_hd__buf_4 0.30, sky130_fd_sc_hd__nor2b_1 0.48, sky130_fd_sc_hd__a32oi_2 0.20, sky130_fd_sc_hd__nand4_1 0.13, sky130_fd_sc_hd__dlxtn_1 0.34
-- cells by family after synthesis --
logic type	count (synthesis)	synth area share
mux	2	0.0104
latches	30	0.235
buf+inv	33	0.104
other cells	1	0.00195
compound gates	73	0.243
flops	4	0.0522
simple gates	95	0.265
fa+ha+maj	10	0.0652
xor+xnor	5	0.0228
-- what timing repair did --
action,in CTS,in global routing
gates resized,7,6
endpoints found under the hold margin,0,0
endpoints found under the setup margin,3,4
pin swaps,0,1
-- per-stage QoR --
stage          setup TNS (ns)  hold slack, ns  power (W)  std cells   util
4_1_cts                     0           0.356   0.000500        400  0.323
3_5_place_dp            -1.56           0.586   0.000325        397  0.316
6_report                    0           0.357   0.000495        400  0.325
2_1_floorplan               0           0.166   0.000232        256      -
3_3_place_gp            -1.55           0.594   0.000322        397  0.316
5_1_grt                     0           0.372   0.000535        400  0.325
-- where the power goes --
part,switching (W),internal [W]
registers,0.00000116,0.000107
logic,0.000114,0.000104
clock network,0.0000408,0.000128
-- final timing paths --
check	from	endpoint
setup / recovery	setMinute1[1]	current_state[1]
setup reg to reg	current_state[3]	current_state[1]
max in group asynchronous	reset	current_state[3]
hold / removal	reset	current_state[2]
-- area by class of cell --
type,instances,area [sq um],share of cell area
Inverter,16,60.1,0.0236
Timing Repair Buffer,56,556,0.219
Tap cell,102,128,0.0502
Multi-Input combinational cell,189,1210,0.475
Sequential cell,34,551,0.217
Clock buffer,3,41.3,0.0162
Power is estimated from default activity; no workload was simulated.
