<file path="flow/constraint.sdc">
current_design auto_setting

set clk_period 1.8
set clk_io_pct 0.2

create_clock -name clk0 -period $clk_period [get_ports {clock}]

set non_clock_inputs [all_inputs -no_clocks]
set_input_delay [expr $clk_period * $clk_io_pct] -clock clk0 $non_clock_inputs
set_output_delay [expr $clk_period * $clk_io_pct] -clock clk0 [all_outputs]
</file>
<file path="flow/config.mk">
export PLATFORM = sky130hd
export DESIGN_NAME = auto_setting
export DESIGN_NICKNAME = auto_setting
export VERILOG_FILES = /design/flow/design.v
export SDC_FILE = /design/flow/constraint.sdc
export NUM_CORES = 4
export LEC_CHECK = 1
export CORE_AREA = 10 10 109 109
export DIE_AREA = 0 0 119 119
</file>
<file path="flow/run.sh">
#!/bin/bash
# OpenROAD 26Q1-2900-gdf79404cd8, Yosys 0.63+post, stock flow scripts
make -C /OpenROAD-flow-scripts/flow DESIGN_CONFIG=/design/flow/config.mk WORK_HOME=/design/flow/orfs finish
</file>
<file path="flow/design.v">
module auto_setting(reset, clock, en, keypad, sharp, oHour10, oHour1, oMinute10, oMinute1, oSecond10, oSecond1, hour10, hour1, minute10, minute1, second10, second1, complete);
  input reset;
  input clock;
  input en;
  input [9:0] keypad;
  input sharp;
  input [3:0] oHour10;
  input [3:0] oHour1;
  input [3:0] oMinute10;
  input [3:0] oMinute1;
  input [3:0] oSecond10;
  input [3:0] oSecond1;
  output [3:0] hour10;
  output [3:0] hour1;
  output [3:0] minute10;
  output [3:0] minute1;
  output [3:0] second10;
  output [3:0] second1;
  output complete;
  reg [3:0] hour10;
  reg [3:0] hour1;
  reg [3:0] minute10;
  reg [3:0] minute1;
  reg [3:0] second10;
  reg [3:0] second1;
  reg complete;
  parameter [3:0] k1 = 0, k2 = 1, k3 = 2, S3 = 3, cpl = 4, c1 = 5, c2 = 6, c3 = 7, c4 = 8, c5 = 9, c6 = 10;
  reg [3:0] current_state, next_state;
  always @(posedge clock or posedge reset)
  begin: SYNCH
    if (reset == 1'b1)
       current_state <= S3;
    else
       current_state <= next_state;
  end
  always @(current_state or en or keypad or sharp or oHour10 or oHour1 or oMinute10 or oMinute1 or oSecond10 or oSecond1)
  begin: COMBIN
     case (current_state)
        k1:
        begin
             next_state <= S3;
          hour10 <= oHour10;
          hour1 <= oHour1;
          minute10 <= oMinute10;
          minute1 <= oMinute1;
          second10 <= oSecond10;
          second1 <= oSecond1 + 4'b0101;
          complete <= 1'b0;
        end
        k2:
        begin
             next_state <= S3;
          hour10 <= oHour10;
          hour1 <= oHour1;
          minute10 <= oMinute10;
          minute1 <= oMinute1;
          second10 <= oSecond10 + 4'b0011;
          second1 <= oSecond1;
          complete <= 1'b0;
        end
        k3:
        begin
             next_state <= S3;
          hour10 <= oHour10;
          hour1 <= oHour1;
          minute10 <= oMinute10;
          minute1 <= oMinute1 + 4'b0001;
          second10 <= oSecond10;
          second1 <= oSecond1;
          complete <= 1'b0;
        end
        S3:
        begin
          if (en == 1'b1 && keypad == 10'b0000000010)
             begin
             next_state <= k1;
             end
          else if (en == 1'b1 && keypad == 10'b0000000100)
             begin
             next_state <= k2;
             end
          else if (en == 1'b1 && keypad == 10'b0000001000)
             begin
             next_state <= k3;
             end
          else if (en == 1'b1 && sharp == 1'b1)
             begin
             next_state <= cpl;
             end
          else if (en == 1'b0)
             begin
             next_state <= S3;
             end
          else if (en == 1'b1 && oHour10 > 4'b1001)
             begin
             next_state <= c1;
             end
          else if (en == 1'b1 && oHour1 > 4'b1001)
             begin
             next_state <= c2;
             end
          else if (en == 1'b1 && oMinute10 > 4'b0101)
             begin
             next_state <= c3;
             end
          else if (en == 1'b1 && oMinute1 > 4'b1001)
             begin
             next_state <= c4;
             end
          else if (en == 1'b1 && oSecond10 > 4'b0101)
             begin
             next_state <= c5;
             end
          else if (en == 1'b1 && oSecond1 > 4'b1001)
             begin
             next_state <= c6;
             end
          else
             begin
             next_state <= S3;
             end
          hour10 <= 4'b0000;
          hour1 <= 4'b0000;
          minute10 <= 4'b0000;
          minute1 <= 4'b0000;
          second10 <= 4'b0000;
          second1 <= 4'b0000;
          complete <= 1'b0;
        end
        cpl:
        begin
             next_state <= S3;
          hour10 <= oHour10;
          hour1 <= oHour1;
          minute10 <= oMinute10;
          minute1 <= oMinute1;
          second10 <= oSecond10;
          second1 <= oSecond1;
          complete <= 1'b1;
        end
        c1:
        begin
             next_state <= S3;
          hour10 <= 4'b1001;
          hour1 <= 4'b1001;
          minute10 <= 4'b0101;
          minute1 <= 4'b1001;
          second10 <= 4'b0101;
          second1 <= 4'b1001;
          complete <= 1'b0;
        end
        c2:
        begin
             next_state <= S3;
          hour10 <= oHour10 + 4'b0001;
          hour1 <= oHour1 - 4'b1010;
          minute10 <= oMinute10;
          minute1 <= oMinute1;
          second10 <= oSecond10;
          second1 <= oSecond1;
          complete <= 1'b0;
        end
        c3:
        begin
             next_state <= S3;
          hour10 <= oHour10;
          hour1 <= oHour1 + 4'b0001;
          minute10 <= oMinute10 - 4'b0110;
          minute1 <= oMinute1;
          second10 <= oSecond10;
          second1 <= oSecond1;
          complete <= 1'b0;
        end
        c4:
        begin
             next_state <= S3;
          hour10 <= oHour10;
          hour1 <= oHour1;
          minute10 <= oMinute10 + 4'b0001;
          minute1 <= oMinute1 - 4'b1010;
          second10 <= oSecond10;
          second1 <= oSecond1;
          complete <= 1'b0;
        end
        c5:
        begin
             next_state <= S3;
          hour10 <= oHour10;
          hour1 <= oHour1;
          minute10 <= oMinute10;
          minute1 <= oMinute1 + 4'b0001;
          second10 <= oSecond10 - 4'b0110;
          second1 <= oSecond1;
          complete <= 1'b0;
        end
        c6:
        begin
             next_state <= S3;
          hour10 <= oHour10;
          hour1 <= oHour1;
          minute10 <= oMinute10;
          minute1 <= oMinute1;
          second10 <= oSecond10 + 4'b0001;
          second1 <= oSecond1 - 4'b1010;
          complete <= 1'b0;
        end
        default:
          next_state <= S3;
     endcase
  end
endmodule
</file>
==> results.cfg <==
; yosys + openroad results
[sta]
tns_ns = 0
postLayoutSetupSlackWorst_ns = 0.07664
achievable-frequency_ghz = 0.5803
timing.slew.headroom_pct = 56.33
rsz0062_at_grt = false
unclocked_regs = 25
final-max-slew-violation-count = 0
unconstrained_endpoints = 50
worst_slew_pin_slew_ns = 0.6497
largest_clock_skew_in_the_final_design_ns = 0.001734
final_min_period_over_clock_period_pct = 95.74
timing.final.hold_violations = 0
period_minus_slack_ns = 1.723
setup_violations = 0

[synthesis]
async_flop_share_pct = 30.56
synth.top_cells.by_area = sky130_fd_sc_hd__dlxtn_1 (18%), sky130_fd_sc_hd__ha_1 (15%), sky130_fd_sc_hd__dfrtp_1 (12%)
synth_top_area_share_pct = 18.20
ys.warnings.count = 1
synth.ff_latch_count = 36
syn_area_mm2 = 0.002062
ys_chip_area_mm2 = 0.002062
synth_cell_type_count = 49
post_synth_tally_of_flip_flops_with_integrated_enable = 0
syn_area_per_cell_um2 = 8.486
synth-main-ff-cell = sky130_fd_sc_hd__dlxtn_1
synth-cells-yosys = 243
synth_top_cell_by_area = sky130_fd_sc_hd__dlxtn_1
post_synth_inst_count = 243

[cts]
post_cts_buffers = 0
cts_inserted_buffers = 3
cts_max_path_buffers = 2
root_buffer = sky130_fd_sc_hd__clkbuf_8
cts_tree = done
clock_network_latency_to_the_later_pin_of_the_worst_skew_pair_ns = 0.23
post_cts_resized = 0
h_tree_levels = 1
cts.reportedPaths.clkPinSlew_ns = 0.05
cts_hold_buffers = 0

[critical_path]
crit_path_category = primary input to register
critical_path.slowest_cell = sky130_fd_sc_hd__clkdlybuf4s50_1
timing.critical_path.arrival_ns = 1.87
timing.reg2reg.worst_path_depth = 4
timing.critical_path.max_delay_family = buffers and inverters
setup.reg_to_reg.worst_slack_ns = 0.35
cpPeakStageDelay_ns = 0.46
timing.critical_path.fanout_max = 4
buffers_and_inverters_on_the_worst_path = 2
worst-path-stages = 7
timing.critical_path.cells = clkdlybuf4s50_1 -> inv_1 -> ha_1 -> o21bai_2 -> a31oi_4 -> o2111ai_4 -> nor4b_2
critPathCaptureType = register
worst-endpoint-required_ns = 1.94
startpoint_type = primary input

[die]
core.rowCount = 36
floorplan.initialDensity_pct = 21.39
die-area_mm2 = 0.01416
core-area_mm2 = 0.009639
fp.dieW_um = 119
chipHeight_um = 119
pin_count = 63

[flow_run]
maxCapViolations = 0
openroad.warnings = 38

[power_and_ir_drop]
power_density_mw_per_mm2 = 354.7
power.leakage_nw = 1.378
ir_worst_vdd_uv = 184.7

[cells_and_area]
final_cell_mix = sky130_fd_sc_hd__clkdlybuf4s50_1 (62), sky130_fd_sc_hd__buf_4 (33), sky130_fd_sc_hd__dlxtn_1 (25), sky130_fd_sc_hd__ha_1 (24), sky130_fd_sc_hd__nand2_1 (22)
areaGrowthSynthToFinish_pct = 50.73
layout.cells.most_common = sky130_fd_sc_hd__clkdlybuf4s50_1
fillCellCount = 982
final_layout_size_suffix_gt1_share_pct = 15.02

[detailed_routing]
drt_iter0_drc = 38
post-route-drc-count = 0
antenna-diode-count = 0
routed_wirelength_um = 5752
drtPass1Iterations = 4
dr_total_vias = 1945
drt-vias-per-instance = 4.174
avgRoutedWirePerCell_um = 12.34
detail-route-antenna-nets = 0

[worst_hold_path]
timing.hold.worst.class = primary input to async pin

[placement]
io_buffer_count = 62
dp_slack_ns = -0.1931
place_hpwl_um = 4856
placer_congestion = 0.8795

[grt]
first_global_vias = 1979
grt_max_degree = 21
grt_first_pass_wirelength_um = 9618
grt_use_total_pct = 8.045
number_of_antenna_violations_at_the_first_check_in_global_routing = 0
sum_of_overflow_across_all_layers_after_global_routing = 0

[status]
outcome = complete, no violations
## worst register-to-register path, cell delays in order (launching register included)
cell and delay, ns:
sky130_fd_sc_hd__dfrtp_1 0.52, sky130_fd_sc_hd__nor3_4 0.27, sky130_fd_sc_hd__nand3_4 0.15, sky130_fd_sc_hd__nor4_1 0.31, sky130_fd_sc_hd__o31ai_1 0.13
## area by class of cell
class	count	area, um2	area share (%)
Timing Repair Buffer	95	868.3	27.94
Clock buffer	4	45.04	1.449
Inverter	20	75.07	2.415
Tap cell	133	166.4	5.354
Multi-Input combinational cell	178	1301	41.87
Sequential cell	36	651.9	20.97
## synth_stat cells (all sizes together) (6+ instances only)
master  number
a21oi        9
ha          24
nor3        12
xnor2        7
nand2       22
o21ai       14
o211ai       7
nor2        20
dlxtn       25
inv         20
nor4         6
dfrtp       10
nand3        6
## registers in the layout, summed over array words and instances (netlist names)
| signal | flops |
|---|---|
| minute1 | 4 |
| complete | 1 |
| hour10 | 4 |
| minute10 | 4 |
| hour1 | 4 |
| second1 | 4 |
| current_state | 11 |
| second10 | 4 |
## metal layers
metal | global-route usage [%] | up-vias | share of wire [%]
li1 | - | 1031 | -
met1 | 10.98 | 867 | 47
met2 | 13.69 | 47 | 48
met3 | 1.391 | 0 | 5.3
met4 | 0.3817 | 0 | 0
met5 | 0 | - | 0
## logic make-up after synthesis
kind of cell	after synthesis	synth area share, %
and+or+nand+nor	85	22.03
AOI/OAI and AO/OA	55	18.93
buffers and inverters	29	6.310
adders and majority gates	25	15.53
latches	25	18.20
xor gates and xnor gates	12	5.097
DFF	11	13.41
muxes	1	0.4855
## through the flow
step / utilization (%) / hold slack [ns] / std cells / cell area [um2] / power (mW)
2_1_floorplan: - / 0.2117 / 243 / 2062 / 0.6034
3_3_place_gp: 31.62 / 0.4882 / 462 / 3048 / 0.8599
3_5_place_dp: 31.62 / 0.5006 / 462 / 3048 / 0.8671
4_1_cts: 32.09 / 0.4624 / 466 / 3093 / 1.114
5_1_grt: 32.24 / 0.5005 / 466 / 3108 / 1.190
6_report: 32.24 / 0.4476 / 466 / 3108 / 1.102
## where the power goes
| group | switching [mW] | total (mW) | leakage (nW) | internal [mW] |
|---|---|---|---|---|
| registers | 0.0250 | 0.360 | 0.345 | 0.335 |
| clock network | 0.0845 | 0.239 | 0.0228 | 0.155 |
| logic | 0.233 | 0.503 | 1.01 | 0.270 |
## path summary, 6_finish.rpt
path	from	endpoint
worst min-delay path	reset	current_state[10]
worst min register to register	current_state[1]	current_state[0]
worst max-delay path	oHour10[0]	current_state[8]
worst max register to register	current_state[6]	current_state[0]
max in group asynchronous	reset	current_state[0]
min in group clk0	current_state[1]	current_state[0]
Power is estimated from default activity; no workload was simulated.
